==> design/flow/design.v <==
module simplified_sha256 #(parameter integer NUM_OF_WORDS = 20)(
 input logic  clk, rst_n, start,
 input logic  [15:0] input_addr, hash_addr,
 output logic done, memory_clk, enable_write,
 output logic [15:0] memory_addr,
 output logic [31:0] memory_write_data,
 input logic [31:0] memory_read_data);
logic [31:0] w[64], message[NUM_OF_WORDS*5], h0, h1, h2, h3, h4, h5, h6, h7, a, b, c, d, e, f, g, h;
logic [ 7:0] i, j;
logic [15:0] offset;
logic [ 7:0] num_blocks;
logic        cur_we;
logic [15:0] cur_addr;
logic [31:0] cur_write_data;
logic [ 7:0] tstep;
logic [15:0] temp_write_addr;
logic [255:0] hash;
logic [31:0] hash_sha_tmp[8];
parameter int k[0:63] = '{
   32'h428a2f98,32'h71374491,32'hb5c0fbcf,32'he9b5dba5,32'h3956c25b,32'h59f111f1,32'h923f82a4,32'hab1c5ed5,
   32'hd807aa98,32'h12835b01,32'h243185be,32'h550c7dc3,32'h72be5d74,32'h80deb1fe,32'h9bdc06a7,32'hc19bf174,
   32'he49b69c1,32'hefbe4786,32'h0fc19dc6,32'h240ca1cc,32'h2de92c6f,32'h4a7484aa,32'h5cb0a9dc,32'h76f988da,
   32'h983e5152,32'ha831c66d,32'hb00327c8,32'hbf597fc7,32'hc6e00bf3,32'hd5a79147,32'h06ca6351,32'h14292967,
   32'h27b70a85,32'h2e1b2138,32'h4d2c6dfc,32'h53380d13,32'h650a7354,32'h766a0abb,32'h81c2c92e,32'h92722c85,
   32'ha2bfe8a1,32'ha81a664b,32'hc24b8b70,32'hc76c51a3,32'hd192e819,32'hd6990624,32'hf40e3585,32'h106aa070,
   32'h19a4c116,32'h1e376c08,32'h2748774c,32'h34b0bcb5,32'h391c0cb3,32'h4ed8aa4a,32'h5b9cca4f,32'h682e6ff3,
   32'h748f82ee,32'h78a5636f,32'h84c87814,32'h8cc70208,32'h90befffa,32'ha4506ceb,32'hbef9a3f7,32'hc67178f2
};
enum logic [2:0] {IDLE, STALL, READ, BLOCK, COMP, BUFFER, WRITE} state;
assign num_blocks = determine_num_blocks(NUM_OF_WORDS); 
assign memory_clk = clk;
assign memory_addr = cur_addr + offset;
assign enable_write = cur_we;
assign memory_write_data = cur_write_data;
function logic [15:0] determine_num_blocks(input logic [31:0] size);
begin
  determine_num_blocks = ((size + 2) / 16) + 1;
end
endfunction
function logic [255:0] sha256_fn(input logic [31:0] a, b, c, d, e, f, g, h, w,
                                 input logic [7:0] t);
    logic [31:0] S1, S0, ch, maj, t1, t2;
begin
    S1 = rightrotate(e, 6) ^ rightrotate(e, 11) ^ rightrotate(e, 25);
	 ch = (e & f) ^ ((~e) & g);
    t1 = h + S1 + ch + k[t] + w;
    S0 = rightrotate(a, 2) ^ rightrotate(a, 13) ^ rightrotate(a, 22);
    maj = (a & b) ^ (a & c) ^ (b & c);
    t2 = S0 + maj;
    sha256_fn = {t1 + t2, a, b, c, d + t1, e, f, g};
end
endfunction
function logic [31:0] getw(input logic [31:0] w15, w2, w16, w7);
	logic [31:0] S1, S0;
	begin
		S0 = rightrotate(w15, 7) ^ rightrotate(w15, 18) ^ (w15 >> 3);
		S1 = rightrotate(w2, 17) ^ rightrotate(w2, 19) ^ (w2 >> 10);
		getw = w16 + S0 + w7 + S1;
	end
endfunction	
function logic [31:0] rightrotate(input logic [31:0] x,
                                  input logic [ 7:0] r);
begin
	rightrotate = (x >> r) | (x << (32-r));
end
endfunction
always_ff @(posedge clk, negedge rst_n)
begin
  if (!rst_n) begin
    cur_we <= 1'b0;
    state <= IDLE;
  end 
  else case (state)
    IDLE: begin 
       if(start) begin
			cur_addr <= input_addr;
			temp_write_addr <= hash_addr;
			cur_we <= 1'b0;
			offset <= 16'b0;
			i <= 8'b0;
			j <= 8'b0;
			a <= 32'h6a09e667;
			b <= 32'hbb67ae85;
			c <= 32'h3c6ef372;
			d <= 32'ha54ff53a;
			e <= 32'h510e527f;
			f <= 32'h9b05688c;
			g <= 32'h1f83d9ab;
			h <= 32'h5be0cd19;
			h0 <= 32'h6a09e667;
			h1 <= 32'hbb67ae85;
			h2 <= 32'h3c6ef372;
			h3 <= 32'ha54ff53a;
			h4 <= 32'h510e527f;
			h5 <= 32'h9b05688c;
			h6 <= 32'h1f83d9ab;
			h7 <= 32'h5be0cd19;  
			state <= STALL;
       end
    end
	 STALL: state <= READ;
	 READ: begin
		if (num_blocks * 16 <= offset) begin
			offset <= 0;
			i <= 0;
			state <=BLOCK;
		end
		else if (offset < NUM_OF_WORDS) begin
				message[offset] <= memory_read_data;
				offset <= offset + 1;
				state <= STALL;
		end
		else begin
			if(offset == (num_blocks * 16)-1) message[offset] <= 32*NUM_OF_WORDS;
			else if(offset == NUM_OF_WORDS) message[offset] <= 32'h80000000;
			else message[offset] <= 32'h0;
			offset <= offset + 1;
			state <= READ;
		end
	end
	BLOCK: begin
		if (j >= num_blocks) state <= BUFFER;
		else begin
			if(i<64) begin
				if(i<16) begin
					w[i] <= message[i + j*16];
					i <= i + 1;
					state <= BLOCK;
				end
				else begin
					w[i] <= getw(w[i-15], w[i-2], w[i-16], w[i-7]);
					i <= i + 1;
					state <= BLOCK;
				end
			end
			else begin
				i <= 0;
				j <= j + 1;
				state <= COMP;
			end
		end
    end
	COMP: begin
		if (i >= 64) begin
			h0 <= a + h0;
			a <= a + h0;
			h1 <= b + h1;
			b <= b + h1;
			h2 <= c + h2;
			c <= c + h2;
			h3 <= d + h3;
			d <= d + h3;
			h4 <= e + h4;
			e <= e + h4;
			h5 <= f + h5;
			f <= f + h5;
			h6 <= g + h6;
			g <= g + h6;
			h7 <= h + h7;
			h <= h + h7;
			i <= 0;
			state <= BLOCK;
		end
		else begin
			{a, b, c, d, e, f, g, h} <= sha256_fn(a,b,c,d,e,f,g,h,w[i],i);;
			i <= i + 1;
			state <= COMP;
		end
	end
	BUFFER: begin
		hash_sha_tmp[0] <= h0;
		hash_sha_tmp[1] <= h1;
		hash_sha_tmp[2] <= h2;
		hash_sha_tmp[3] <= h3;
		hash_sha_tmp[4] <= h4;
		hash_sha_tmp[5] <= h5;
		hash_sha_tmp[6] <= h6;
		hash_sha_tmp[7] <= h7;
		cur_we <= 1;
		cur_addr <= temp_write_addr;
		cur_write_data <= h0;
		state <= WRITE;
	 end
	WRITE: begin
		if (offset >= 8) state <= IDLE;
		else begin
			cur_write_data <= hash_sha_tmp[offset+1];
			offset <= offset + 1;
			state <= WRITE;
		end
   end
	endcase
end
assign done = (state == IDLE);
endmodule
==> design/flow/run.sh <==
#!/bin/bash
# OpenROAD 26Q1-2900-gdf79404cd8, Yosys 0.63+post, stock flow scripts
make -C /OpenROAD-flow-scripts/flow DESIGN_CONFIG=/design/flow/config.mk WORK_HOME=/design/flow/orfs finish
==> design/flow/config.mk <==
export PLATFORM = sky130hd
export DESIGN_NAME = simplified_sha256
export DESIGN_NICKNAME = simplified_sha256
export VERILOG_FILES = /design/flow/design.v
export SDC_FILE = /design/flow/constraint.sdc
export NUM_CORES = 4
export LEC_CHECK = 1
export CORE_UTILIZATION = 30
export SYNTH_HDL_FRONTEND = slang
export SYNTH_MEMORY_MAX_BITS = 65536
==> design/flow/constraint.sdc <==
current_design simplified_sha256

set clk_period 476.2
set clk_io_pct 0.2

create_clock -name clk0 -period $clk_period [get_ports {clk}]

set non_clock_inputs [all_inputs -no_clocks]
set_input_delay [expr $clk_period * $clk_io_pct] -clock clk0 $non_clock_inputs
set_output_delay [expr $clk_period * $clk_io_pct] -clock clk0 [all_outputs]
==> impl_metrics.ini <==
; flow metrics
[die]
initCoreUtil_pct = 30.1
die_y_um = 1030
dieArea_um2 = 1060000
num_io_pins = 118
core_area_um2 = 1050000
rows = 376
chipWidth_um = 1030

[critical_path]
cp_common_cell = clkbuf_16
cp_max_fo = 4
crit_arrival_ps = 238800
worstSetupStartpointType = clock port
cp_slowest_cell = clkdlybuf4s50_1
critPathCaptureType = primary output
path_cells = clkbuf_16, clkbuf_16, clkdlybuf4s50_1
critPathMaxStageDelay_ps = 380
required_ps = 380960
worstSetupPathType = clk2out

[final_timing]
tightest_slew_ps = 1380
fin_tns_setup_ps = 0
report.final.hold_viol_count = 0
finalMaxSlewViolations = 0
slew_headroom_pct = 7.02
rsz0062_at_grt = no
finalSetupViolations = 0
fin_worst_skew_ps = 140

[grt]
gr-usage-all-layers_pct = 20.3
grt_start_max_net_pins = 105
grt_pass1_vias = 192000
grt_pass1_wl_um = 1420000
overflow = 0
antenna_found_initial = 50

[yosys]
flop_cell = edfxtp_1
ys_area_um2 = 316000
ys_cells = 17400
xor_share_pct = 1.76
top_cells_by_count = 6112 x edfxtp_1, 3461 x mux4_2, 876 x nand2_1
netlist_instances = 17400
yosysTopAreaCell = edfxtp_1
synth.logic.top_family = multiplexers
ys_seq_share_pct = 58.3
ys_sh_simple_pct = 2.99
yosys_warnings = 0
synth_top_cell_by_count = edfxtp_1
ys_sh_adder_pct = 2.94
ys_types = 97
synth_area_um2 = 316000
async_reset_ff_share_pct = 0.131
edf_count = 6112
synthTopCellsByArea = edfxtp_1 58%, mux4_2 25%, mux2i_1 2.3%
synth.cellmix.compoundShare_pct = 3.83
numSynthFlops = 6126
mux_area_share_pct = 27.6
top_area_share_pct = 58.2
avgSynthCellArea_um2 = 18.2

[cts]
hold_buffers = 0
post_cts_buffers = 0
cts_tree = done
clk_latency_ps = 1260
cts_resized = 0
clkSlewWorstSetupHoldPaths_ps = 60

[detailed_routing]
drt_pre_antenna_iters = 6
drt_iter0_drc = 13800
avgViaCountPerCell = 5.28
vias = 181000
routed_wl_um = 1010000
wl_per_cell_um = 29.3
ant_nets = 0
drc = 0

[status]
outcome = complete, no violations

[power_and_ir_drop]
powerDensity_nw_per_um2 = 5.38
p_leak_nw = 121
p_total_w = 0.00196
ir_drop_mv = 0.0133

[flow_run]
cap_violations = 0
warning_count = 62

[cells_and_area]
design_area_um2 = 364000
area_growth_pct = 15.5
fillers = 97300
reg_top3 = message: 3200 flops, w: 2048 flops, hash_sha_tmp: 256 flops
drive_gt1_share_pct = 27.1
top_register = message
largest_reg_flops = 3200

[placement]
place.port_buffers = 117
hpwl_um = 682000
globalplace.congestion = 0.985
post_dp_cell_area_um2 = 343000

[hold_path]
hold_path.class = reg2reg
==> critical path: cells and delay by family <==
family                 cells  cell delay, ps
buffers and inverters      3             660
==> worst paths after layout <==
kind	from	end	slack, ps	depth (start not counted)
min in group asynchronous	rst_n	enable_write	94450	2
max in group asynchronous	rst_n	state[5]	381200	3
hold reg to reg	h1[9]	hash_sha_tmp[1][9]	450	0
hold / removal	h1[9]	hash_sha_tmp[1][9]	450	0
setup / recovery	clk	memory_clk	142160	3
setup reg to reg	flop	a[31]	463040	38
==> power breakdown <==
group          switching [W]  leakage [nW]  total, W  internal (W)
combinational       0.000511          54.6  0.000806      0.000295
sequential        0.00000587          55.8  0.000643      0.000637
clock               0.000216          10.2  0.000511      0.000295
==> stage by stage <==
step	cells	hold slack (ps)	util, %	setup slack, ps
2_1_floorplan	19600	413	-	142760
6_report	34400	447	34.8	142160
3_5_place_dp	33200	443	32.8	142490
3_3_place_gp	33200	441	32.8	142490
4_1_cts	34300	449	34.8	142140
5_1_grt	34400	469	34.8	142140
==> routing by layer <==
| metal | global-route usage [%] | vias to the layer above | wire length, um |
|---|---|---|---|
| met5 | 3.53 | - | 4450 |
| met4 | 9.54 | 112 | 63400 |
| met3 | 17.1 | 2156 | 193000 |
| met2 | 27.9 | 12000 | 432000 |
| met1 | 22.0 | 91800 | 315000 |
| li1 | - | 75400 | - |
==> cell families after synthesis <==
logic type / count (synthesis)
DFF: 6126
and+or+nand+nor: 2124
adders and majority gates: 624
buffers and inverters: 1631
muxes: 4325
xor gates and xnor gates: 634
other: 1
AOI/OAI and AO/OA: 1922
==> layout by cell type (no fill, tap or decap), types with 50 or more instances in the layout <==
master | Yosys | layout
bufinv_16 | 0 | 70
edfxtp_1 | 6112 | 6112
o211ai_1 | 117 | 117
a21o_1 | 190 | 188
nand2_1 | 876 | 874
nor2_1 | 587 | 486
mux4_2 | 3461 | 3461
a211oi_1 | 104 | 104
nor3_1 | 83 | 81
fa_1 | 198 | 197
clkinv_1 | 1 | 107
and2_1 | 113 | 82
xor2_1 | 247 | 246
conb_1 | 1 | 2177
nor2_4 | 0 | 98
a31oi_1 | 76 | 76
o21a_1 | 65 | 65
diode_2 | 0 | 50
ha_1 | 423 | 417
mux2_2 | 88 | 88
inv_1 | 401 | 399
nand2b_1 | 85 | 85
o21ai_0 | 434 | 384
buf_4 | 158 | 742
nor2b_1 | 75 | 75
clkinv_2 | 0 | 99
nand3_1 | 124 | 124
o21bai_1 | 52 | 52
clkbuf_1 | 544 | 111
a21oi_1 | 582 | 575
mux2i_1 | 730 | 727
and3_1 | 72 | 70
clkbuf_16 | 0 | 668
clkdlybuf4s50_1 | 0 | 117
xnor2_1 | 386 | 379
==> layout make-up <==
class	instances	area, um^2	share of cell area, %
diodes	50	125	0.0343
inverters	406	1560	0.429
clock buffers	780	17100	4.70
clock inverters	362	3900	1.07
flip-flops and latches	6126	184000	50.5
well taps	14000	17500	4.80
multi-input cells	11800	133000	36.6
repair buffers	877	7110	1.95
Power and IR drop assume default switching activity.
